==> /design/flow/design.v <==
`timescale 1ns / 1ps
module digital_safe (
    input clk,
    input rst,
    input [31:0] entered_code,
    input [31:0] master_code,
    input [31:0] duress_code,
    input reset_code_button,
    input [31:0] new_code,
    input confirm_reset,
    output reg unlocked,
    output reg alert
);
    reg [1:0] attempts;
    reg [31:0] current_code;
    reg locked;
    reg [19:0] lock_timer;
    localparam MAX_ATTEMPTS = 2'd3;
    localparam LOCK_TIME = 20'd15_000_000;  
    always @(posedge clk or posedge rst) begin
        if (rst) begin
            current_code <= 32'h12345678;
            attempts <= 0;
            locked <= 0;
            lock_timer <= 0;
            unlocked <= 0;
            alert <= 0;
        end else begin
            if (locked) begin
                if (lock_timer > 0)
                    lock_timer <= lock_timer - 1;
                else begin
                    locked <= 0;
                    attempts <= 0;
                end
            end else if (reset_code_button && confirm_reset) begin
                current_code <= new_code;
            end else begin
                if (entered_code == current_code || entered_code == master_code) begin
                    unlocked <= 1;
                    alert <= 0;
                    attempts <= 0;
                end else if (entered_code == duress_code) begin
                    unlocked <= 1;
                    alert <= 1;
                    attempts <= 0;
                end else begin
                    attempts <= attempts + 1;
                    if (attempts == MAX_ATTEMPTS - 1) begin
                        locked <= 1;
                        lock_timer <= LOCK_TIME;
                        unlocked <= 0;
                        alert <= 0;
                    end
                end
            end
        end
    end
endmodule
==> /design/flow/run.sh <==
#!/bin/bash
# OpenROAD 26Q1-2900-gdf79404cd8, Yosys 0.63+post, stock flow scripts
make -C /OpenROAD-flow-scripts/flow DESIGN_CONFIG=/design/flow/config.mk WORK_HOME=/design/flow/orfs finish
==> /design/flow/config.mk <==
export PLATFORM = sky130hd
export DESIGN_NAME = digital_safe
export DESIGN_NICKNAME = digital_safe
export VERILOG_FILES = /design/flow/design.v
export SDC_FILE = /design/flow/constraint.sdc
export NUM_CORES = 4
export LEC_CHECK = 1
export CORE_UTILIZATION = 30
==> /design/flow/constraint.sdc <==
current_design digital_safe

set clk_period 4.5
set clk_io_pct 0.2

create_clock -name clk0 -period $clk_period [get_ports {clk}]

set non_clock_inputs [all_inputs -no_clocks]
set_input_delay [expr $clk_period * $clk_io_pct] -clock clk0 $non_clock_inputs
set_output_delay [expr $clk_period * $clk_io_pct] -clock clk0 [all_outputs]
==> qor.yml <==
critical_path:
  critPathMaxStageDelay_ps: 890
  critical_path_class: "input pin to flip-flop"
  critPathMaxFanout: 23
  startpoint_type: "input pin"
  r2r_cells: 5
  required_ps: 4700
  worstPathArrival_ps: 3510
  regToRegStartpoint: "locked"
  critPathCaptureType: "flip-flop"
  cp_cell_sequence: "clkdlybuf4s50_1 -> xor2_1 -> nor4_1 -> nand4_1 -> o22ai_1 -> o31ai_4 -> o21ai_0 -> a22o_1"
  cp_top_family: "AND-OR/OR-AND gates"
  reg2reg_to: "lock_timer[19]"
  cp_slowest_cell: "o31ai_4"
  ff2ff_setup_slack_ps: 1860
  cp.buffers_inverters: 1
route:
  drc: 0
  ant_nets: 0
  vias: 3057
  dr.pass1.iters: 21
  first_iter_violations: 197
  vias_per_cell: 4.86
  routed_wirelength_um: 11000
  post_drt_wl_per_cell_um: 17.5
  antenna_cells: 0
flow_run:
  warnings: 26
  cap_violations: 0
power:
  power.density_nw_per_um2: 276
  power.total_mw: 1.48
  p_leak_nw: 2.27
  ir_drop_uv: 271
layout:
  final_util_pct: 46.6
  fin_area_um2: 5370
  area_delta_synth_final_pct: 50.1
  layout-drive-gt1-share_pct: 14.4
placement:
  placed_area_um2: 5060
  gp_congestion: 0.872
  port_buffers: 133
  dp_hpwl_um: 8680
synthesis:
  ys_area_um2: 3580
  top_cells_by_area: "dfrtp_1 31%, xor2_1 24%, mux2_2 10%"
  synth-edff-count: 0
  syn-instance-count: 343
  ff_type: "dfrtp_1"
  synth_top_cell_by_area: "dfrtp_1"
  xor_share_pct: 25.0
  numSynthFlops: 57
  simple_gate_share_pct: 14.6
  top_area_share_pct: 30.8
  synthTopCellsByCount: "97 x xor2_1, 44 x dfrtp_1, 32 x mux2_2, 25 x nor4_1, 22 x nor2_1"
  top_logic_kind: "XOR/XNOR gates"
  top_cell: "xor2_1"
  syn_area_um2: 3580
  ys_seq_share_pct: 40.3
  mux_share_pct: 10.6
  ys_types: 35
  yosysWarnings: 2
  synth_stat.cells: 343
  syn_area_per_cell_um2: 10.4
  synth_adder_area_share_pct: 1.05
  ys_async_sr_fraction_pct: 100
  aoi_share_pct: 6.65
hold_path:
  hp-start: "attempts[0]"
  hold_class: "flip-flop to flip-flop"
  whs_endpoint: "attempts[0]"
  min_path_cells: 1
global_route:
  use_met2_pct: 30.8
  use_met1_pct: 26.0
  grt-busiest-layer: "met2"
  grt_max_degree: 38
  grt_pass1_vias: 3100
  globalRouteOverflowTotal: 0
  use_met3_pct: 5.52
  track_usage_pct: 18.8
  grt_pass1_wl_um: 17400
  antenna_found_initial: 0
outcome:
  status: "finished, final reports clean"
clock_network:
  cts.path.max_buffers: 2
  cts_tree: "yes"
  cts_root_buf: "clkbuf_16"
  clk_pin_slew_ps: 50
  htree_levels: 3
  cts_hold_buffers: 0
  insertion_delay_ps: 320
  tritoncts.num_buffers: 9
  cts.repair.resized: 0
  cts.sinks: 57
  post-cts-setup-buffers: 0
sta:
  rsz0062_at_grt: "false"
  tightest_slew_ps: 964
  clock_skew_ps: 5.61
  max_freq_mhz: 302
  hold_viol: 0
  whs_ps: 486
  fin_crit_ps: 3310
  slew_viol_final: 0
  max_slew_margin_pct: 35.7
  finalCritPeriodShare_pct: 73.6
  setup_viol: 0
  setup_tns_ps: 0
floorplanning:
  rows: 39
  ios: 134
  initCoreUtil_pct: 31.1
  die_h_um: 111
  die_w_um: 111
  die_area_um2: 12400
  core-area_um2: 11500
## report_power, final
part | internal [mW] | switching (mW)
clock | 0.481 | 0.223
combinational | 0.146 | 0.0946
sequential | 0.529 | 0.00801
total | 1.16 | 0.325
## flip-flops by register name, indices dropped and copies added (netlist names)
register and count:
lock_timer 20, current_code 32, alert 1, attempts 2, unlocked 1, locked 1
## worst reg2reg max path: stages, from the launching register on
cell,delay (ps)
dfrtp_1,610
a21oi_1,500
nand2_1,180
o31ai_4,800
o21ai_0,200
a22o_1,230
## through the flow
step	cells	worst slack, ps
3_3_place_gp	613	864
6_report	629	1190
3_5_place_dp	613	854
5_1_grt	629	1010
4_1_cts	629	1180
2_1_floorplan	343	2130
## cells in the final DEF (no fill, tap or decap), types with 8 or more instances in the layout
cell             instances
nand2_1                 19
dfrtp_1                 44
xor2_1                  97
nor2_1                  22
nand4_1                  8
mux2_2                  32
clkbuf_16                9
o21ai_0                  8
nor3_1                   8
nor4_1                  25
a21oi_1                 11
clkdlybuf4s50_1        133
dfstp_2                 13
a31oi_1                  9
## metal layers
metal	vias up	part of all wire, %
li1	1487	-
met5	-	0
met2	119	48
met3	6	11
met4	0	0.65
met1	1445	41
## area by class of cell
| class | count | area, µm² |
|---|---|---|
| Fill cell | 1038 | 6150 |
| Timing Repair Buffer | 135 | 1350 |
| Sequential cell | 57 | 1440 |
| Clock inverter | 6 | 82.6 |
| Clock buffer | 10 | 229 |
| Inverter | 5 | 18.8 |
| Multi-Input combinational cell | 273 | 2070 |
| Tap cell | 143 | 179 |
## cells by family (layout without fill, tap and decap cells)
logic type,Yosys count,count (layout)
xor gates and xnor gates,102,102
and+or+nand+nor,98,98
DFF,57,57
AOI/OAI and AO/OA,36,36
muxes,34,34
buffers and inverters,13,156
adders and majority gates,3,3
## worst max path at each step
stage / startpoint / to / slack, ps / cells past startpoint
CTS: entered_code[29] / lock_timer[19] / 1180 / 8
global route: entered_code[29] / lock_timer[8] / 1010 / 8
finish: entered_code[29] / lock_timer[19] / 1190 / 8
Power figures rest on the tool's default switching activity, not on a simulated workload.
